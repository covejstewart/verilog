==> flow/config.mk <==
export PLATFORM = sky130hd
export DESIGN_NAME = shift_reg
export DESIGN_NICKNAME = shift_reg
export VERILOG_FILES = /design/flow/design.v
export SDC_FILE = /design/flow/constraint.sdc
export NUM_CORES = 4
export LEC_CHECK = 1
export CORE_AREA = 10 10 70 70
export DIE_AREA = 0 0 80 80
==> flow/constraint.sdc <==
current_design shift_reg

set clk_period 1.0
set clk_io_pct 0.2

create_clock -name clk0 -period $clk_period [get_ports {clock}]

set non_clock_inputs [all_inputs -no_clocks]
set_input_delay [expr $clk_period * $clk_io_pct] -clock clk0 $non_clock_inputs
set_output_delay [expr $clk_period * $clk_io_pct] -clock clk0 [all_outputs]
==> flow/run.sh <==
#!/bin/bash
# OpenROAD 26Q1-2900-gdf79404cd8, Yosys 0.63+post, stock flow scripts
make -C /OpenROAD-flow-scripts/flow DESIGN_CONFIG=/design/flow/config.mk WORK_HOME=/design/flow/orfs finish
==> flow/design.v <==
module shift_reg (clock, reset, load, d_in, d_out);
   input clock;
   input reset;
   input load;
   input [7:0] d_in;
   output [7:0] d_out;
   reg [7:0] d_out;
   always @ (posedge clock)
   begin
      if (reset) begin
         d_out <= 8'h00;
      end
      else begin
         if (load) begin
            d_out <= d_in;
         end
         else begin
            d_out <= (d_out >> 1);
         end
      end
   end
endmodule
==> qor.txt <==
GRT Total Usage: 3.02%
clock root cell: clkbuf_4
hold crit path type: register to register
Power Density: 1260 nW/µm²
drt pass-1 iters: 4
slowest cell on the critical path: dfxtp_1
Ports: 19
share of cells above drive strength 1: 34.0%
CP Cell Sequence: dlygate4sd2_1
Top delay family on crit path: flip-flops
Pins Over Slew Limit: 0
r2r setup slk: 0.40 ns
DRT iter0 DRCs: 17
DRT Wirelength: 887 µm
worst slew pin tran: 0.142 ns
Post-Syn Area: 283 µm²
hold buffers post-CTS: 0
drt wl/cell: 9.54 µm
WS Path Type: register to primary output
Power Total: 0.000688 W
clock latency (worst-skew pair): 0.24 ns
# setup viols final: 0
total gr overflow: 0
DP Cell Count: 90
Final Hold Viols: 0
Via Count: 239
floorplan utilization: 8.28%
Tmin final: 0.958 ns
Rel. slew slack: 90.3%
Ys Warns: 1
post-layout util: 16.0%
status: finished clean
fmax: 1040 MHz
Reg2Reg Depth: 2
Post-Synthesis Cells: 25
cell accounting for the most synthesized area: dfxtp_1
synth top area cells: dfxtp_1 (57%), mux2i_1 (25%), nor2_1 (9.3%), buf_6 (4.0%), and3b_2 (3.5%)
Chip Area, Yosys: 283 µm²
max_cap viols: 0
post-route ant nets: 0
largest net degree at the start of global routing: 8
area delta synth->final: 93.4%
Clock Skews: 0.00109 ns
Finished Cell Area: 547 µm²
crit-path max FO: 1
top cell type's share of synthesized area: 56.6%
Yosys top cell by instances: dfxtp_1
number of enable flip-flop cells: 0
fin crit share: 95.8%
Reg2Reg Capture Point: d_out[0]
RePlAce Congestion: 0.757
Area after DPL: 527 µm²
CP startpoint kind: register
Via density: 2.57
fin cells: 93
H-tree levels: 1
Critical Path Source: d_out[0]
first-pass GRT wire length: 1.43 mm
synth cell count leaders: dfxtp_1 (8), mux2i_1 (7), nor2_1 (7)
# Cells Yosys: 25
count of tool warnings: 26
Peak VDD IR: 0.300 mV
Distinct cells, synth: 6
core area: 3420 µm²
RSZ-0062 raised after global routing: no
residual DRC count: 0
# diodes: 0
Reg with most FFs: d_out
crit path DRT: 0.80 ns
vias in the first global route: 270
#FFs+latches synth: 8
Dominant Register Cell: dfxtp_1
setup_tns: 0 ns
P_leak: 0.236 nW
largest stage delay on the critical path: 0.29 ns
number of port buffers: 18
fraction of registers with async set/reset: 0%
Worst Setup EP: d_out[0]
# resized after CTS: 18
Die H: 80 µm
chip area: 6400 µm²
TritonCTS clock tree: yes
worst path bufs/invs: 1
Die Width: 80 µm
initial antenna violation count: 0
Avg Inst Size Synth: 11.3 µm²
Crit. path cell count: 1
worst r2r src: d_out[1]
Post-CTS Setup Repair Bufs: 0
worst endpoint data arrival time: 0.76 ns
clk sinks: 8
row count: 21
Seq share, synth: 56.6%
Reg clk slew, reported paths: 0.05 ns
max reg flops: 8
Num CTS Buffers: 3
Top Registers: d_out x8
critical path endpoint category: primary output
CTS Buffer Depth: 2
worst min-delay path: cells and delay by family, from the launching register on:
| kind | cells | cell delay (ns) |
|---|---|---|
| flip-flops | 1 | 0.32 |
| AND/OR/NAND/NOR | 1 | 0.07 |
| multiplexers | 1 | 0.06 |
layer usage:
layer / global-route usage, % / share of wire (%)
met5: 0 / 0
met4: 0.528 / 0
met3: 2.95 / 19
met2: 4.17 / 44
met1: 3.28 / 38
layout make-up:
class / instances / area, µm²
fill: 393 / 2870
timing repair buffer: 21 / 191
sequential: 8 / 169
multi-input combinational: 15 / 106
tap: 46 / 57.6
clock buffer: 3 / 22.5
metrics by stage:
step | worst slack, ns | hold slack [ns]
2_1_floorplan | 0.341 | 0.347
3_3_place_gp | -0.181 | 0.478
3_5_place_dp | -0.185 | 0.485
4_1_cts | -0.0171 | 0.484
5_1_grt | 0.000436 | 0.517
6_report | 0.0421 | 0.483
kinds of logic (layout without fill, tap and decap cells):
kind of cell	Yosys count	after routing	share of synthesized area [%]
buffers and inverters	2	24	5.75
flip-flops	8	8	56.6
multiplexers	7	7	24.8
AND/OR/NAND/NOR	8	8	12.8
worst min-delay path by stage:
stage / endpoint / slack, ns / cells after the start / startpoint
final: d_out[2] / 0.48 / 2 / d_out[3]
after global routing: d_out[5] / 0.52 / 2 / d_out[6]
after CTS: d_out[1] / 0.48 / 2 / d_out[2]
power breakdown:
group | total (W) | internal [W] | switching (W)
Sequential | 0.000348 | 0.000340 | 0.00000808
Combinational | 0.000105 | 0.0000764 | 0.0000289
Clock | 0.000234 | 0.000137 | 0.0000979
layout by cell type, fill, tap and decap left out:
master | synthesis | layout
and3b_2 | 1 | 1
buf_4 | 0 | 3
clkbuf_2 | 1 | 2
clkbuf_4 | 0 | 3
clkdlybuf4s15_1 | 0 | 5
clkdlybuf4s50_1 | 0 | 10
dfxtp_1 | 8 | 1
dfxtp_2 | 0 | 7
dlygate4sd2_1 | 0 | 1
mux2i_1 | 7 | 7
nor2_1 | 7 | 7
Power is estimated from default activity; no workload was simulated.
