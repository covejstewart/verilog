--- flow/design.v ---
module bowling(clock, reset, calculate_score, pin_count, roll, score);
input clock;
input reset;
input calculate_score;
input[3:0] pin_count;
input roll;
output[8:0] score;
reg [8:0] score;
reg [3:0] rolls [0:21];
reg [4:0] frames [0:9];
reg [4:0] roll_index;
reg [4:0] idx;
always @ (posedge clock) begin
   if(reset) begin
      score <= 0;   
      roll_index <= 0;
      idx <= 0;
   end
   else begin
      if(roll) begin
         rolls[roll_index] <= pin_count;
         roll_index <= roll_index + 1;      
      end
      else if (calculate_score) begin
         if(rolls[idx] == 10) begin
            score <= score + 10 + rolls[idx+1] + rolls[idx+2];
            idx <= idx + 1;
         end
         else if(rolls[idx] + rolls[idx+1] == 10) begin
            score <= score + 10 + rolls[idx+2];
            idx <= idx + 2;
         end
         else begin
            score <= score + rolls[idx] + rolls[idx+1];
            idx <= idx + 2;
         end
      end
      else begin
         score <= score;
      end       
   end
end
endmodule
--- flow/run.sh ---
#!/bin/bash
# OpenROAD 26Q1-2900-gdf79404cd8, Yosys 0.63+post, stock flow scripts
make -C /OpenROAD-flow-scripts/flow DESIGN_CONFIG=/design/flow/config.mk WORK_HOME=/design/flow/orfs finish
--- flow/config.mk ---
export PLATFORM = sky130hd
export DESIGN_NAME = bowling
export DESIGN_NICKNAME = bowling
export VERILOG_FILES = /design/flow/design.v
export SDC_FILE = /design/flow/constraint.sdc
export NUM_CORES = 4
export LEC_CHECK = 1
export CORE_UTILIZATION = 50
--- flow/constraint.sdc ---
current_design bowling

set clk_period 12.1
set clk_io_pct 0.2

create_clock -name clk0 -period $clk_period [get_ports {clock}]

set non_clock_inputs [all_inputs -no_clocks]
set_input_delay [expr $clk_period * $clk_io_pct] -clock clk0 $non_clock_inputs
set_output_delay [expr $clk_period * $clk_io_pct] -clock clk0 [all_outputs]
==> run_results.csv <==
group,metric,value,unit
logic_synthesis,ys_area,7330,um2
floorplanning,ioPinCount,17,
critical_path,cp_num_cells,19,
worst_hold_path,hold_path.class,"flip-flop to flip-flop",
critical_path,cp-end-kind,"flip-flop",
clock_tree,clockBufferDepth,2,
routing,drc,0,
critical_path,crit_path_max_fanout,23,
final_timing,slew_violations,0,
clock_tree,cts-root-buf,"clkbuf_16",
logic_synthesis,syn_inst,607,
final_timing,fin_setup_tns,0,ps
power_and_ir_drop,power,1.42,mW
logic_synthesis,yosysWarningCount,1,
critical_path,critPathRequiredTime,12340,ps
clock_tree,cts_setup_buffers,0,
power_and_ir_drop,p_leak,2.65,nW
routing,insertedDiodeCount,0,
layout,drive_gt1_share,14.6,%
critical_path,crit_arrival,5110,ps
critical_path,cp_cell_sequence,"ha_1 > buf_4 > mux4_2 > nand2_1 > nand3_1 > nand3_1 > o21a_1 > inv_1 > fa_1 > ha_1 > inv_1 > fa_1 > nor2b_1 > o21ai_0 > a21oi_1 > xnor2_1 > o21ai_0 > a211oi_1 > a2111oi_2",
routing,drt_wl_total,17.7,mm
logic_synthesis,synthArstFlopShare,0,%
final_timing,worst_pin_slew,904,ps
logic_synthesis,avgSynthCellArea,12.1,um2
clock_tree,clk_latency,370,ps
final_timing,fin_crit,4870,ps
clock_tree,clk_pin_slew,80,ps
critical_path,cpLargestDelayFamily,"adder cells",
floorplanning,dieArea,15100,um2
logic_synthesis,synth_stat.cells,607,
routing,avgRoutedWirePerCell,22.2,um
clock_tree,tritoncts,"done",
logic_synthesis,top_cells_by_area,"edfxtp_1 (36%), mux4_2 (15%), mux2i_1 (7.1%), dfxtp_1 (6.6%), ha_1 (3.9%)",
floorplanning,fp-utilization,52.0,%
critical_path,cpPeakStageDelay,790,ps
place,dp_hpwl,13.0,mm
place,routabilityCongestion,0.935,
final_timing,rsz0062_at_grt,"no",
logic_synthesis,ys.flops,112,
critical_path,criticalPathCategory,"flip-flop to flip-flop",
grt,grt_pass1_wl,28.0,mm
floorplanning,num_rows,43,
worst_hold_path,holdPathStages,1,
clock_tree,cts_buffers,9,
routing,antenna_left,0,
run,warnings,28,
logic_synthesis,synth_top_cell_by_area,"edfxtp_1",
final_timing,relSlewSlack,39.6,%
floorplanning,fp.dieH,123,um
clock_tree,h-tree-depth,3,
grt,antenna_found_initial,0,
run_status,status,"complete, no violations",
grt,grt_pass1_vias,5104,
grt,grt_max_degree,37,
clock_tree,cts_resized,0,
clock_tree,ctsHoldBuffers,0,
final_timing,period_used_share,40.2,%
power_and_ir_drop,ir_worst_vdd,0.000120,V
place,place_area,7600,um2
logic_synthesis,ff_type,"edfxtp_1",
grt,grt.overflow.total,0,
place,dp.cells,779,
floorplanning,coreArea,14100,um2
routing,firstDrtPassIters,5,
layout,final_util,56.1,%
logic_synthesis,syn_area,7330,um2
layout,area_growth_syn_to_layout,7.78,%
layout,fin_area,7900,um2
critical_path,cpMaxStageDelayCell,"dfxtp_2",
critical_path,cp-start-kind,"flip-flop",
final_timing,hold_violations,0,
routing,via_per_inst,6.22,
routing,num_vias,4944,
power_and_ir_drop,powerDensity,180,nW/um2
routing,drtIter0Drc,363,
final_timing,fin_worst_skew,8.05,ps
logic_synthesis,edf_count,88,
critical_path,path_buffers,3,
layout,fin_cells,795,
final_timing,setup_viol,0,
final_timing,fmax,205,MHz
place,port_buffers,16,
logic_synthesis,ys_seq_share,42.6,%
grt,gr-usage-all-layers,27.4,%
clock_tree,cts.sinks,112,
floorplanning,die_width,123,um
logic_synthesis,yosysUniqueCellTypes,51,
critical_path,reg2reg_depth,19,
run,drv_cap,0,
logic_synthesis,top_cell_area_share,36.0,%
-- sequential cells by signal (all words and copies together) (netlist names), named ones only --
name and count:
rolls 88, score 9, idx 5, roll_index 5
-- cells by family after synthesis --
logic type                 share of synthesized area (%)
and+or+nand+nor                                     9.90
DFF                                                 42.6
muxes                                               22.0
AOI/OAI and AO/OA                                   9.73
buffers and inverters                               4.63
adders and majority gates                           7.20
xor gates and xnor gates                            3.94
-- per-stage QoR --
step / hold WS, ps / worst slack, ps
2_1_floorplan: 470 / 7650
3_3_place_gp: 516 / 7310
3_5_place_dp: 525 / 7190
4_1_cts: 545 / 7180
5_1_grt: 573 / 6760
6_report: 541 / 7230
-- area by class of cell --
class / count / area, um2
fillers: 1155 / 6190
multi-input cells: 423 / 3870
flip-flops and latches: 112 / 3130
repair buffers: 27 / 243
clock buffers: 9 / 225
well taps: 180 / 225
inverters: 37 / 139
clock inverters: 7 / 75.1
-- synth_stat cells, types with 4 or more instances --
cell       instances
edfxtp_1          88
nor2_1            55
mux2i_1           52
nand2_1           50
mux4_2            48
inv_1             37
dfxtp_1           24
ha_1              23
o21ai_0           20
nand3_1           19
a21oi_1           18
xor2_1            18
a22oi_1           16
xnor2_1           15
clkbuf_1          14
buf_2             12
fa_1              12
o21a_1             8
nor2b_1            7
a21o_1             6
a2111oi_2          5
a211oi_1           5
a22o_1             5
nor3_1             4
-- worst paths after layout --
| kind | start | end | slack, ps |
|---|---|---|---|
| max | idx[0] | score[7] | 7230 |
| min reg2reg | score[0] | score[0] | 540 |
| min | score[0] | score[0] | 540 |
| max reg2reg | idx[0] | score[7] | 7230 |
-- cell usage in the layout, fill, tap and decap left out, types with 3 or more instances in the layout --
cell	netlist	final
a2111oi_2	5	5
a211o_1	3	3
a211oi_1	5	5
a21o_1	6	6
a21oi_1	18	18
a22o_1	5	5
a22oi_1	16	16
a31oi_1	3	3
buf_4	1	11
clkbuf_16	0	9
clkdlybuf4s50_1	0	16
clkinv_4	0	3
dfxtp_1	24	22
edfxtp_1	88	88
fa_1	12	12
ha_1	23	23
inv_1	37	37
mux2i_1	52	52
mux4_2	48	48
nand2_1	50	50
nand3_1	19	19
nand3b_1	3	3
nor2_1	55	55
nor2b_1	7	7
nor3_1	4	4
o21a_1	8	8
o21ai_0	20	20
or3_1	3	3
xnor2_1	15	15
xor2_1	18	18
-- where the power goes --
group / leakage, nW / switching (mW) / internal, mW
combinational: 1.52 / 0.369 / 0.297
sequential: 0.989 / 0.0298 / 0.427
clock: 0.142 / 0.152 / 0.145
-- routing by layer --
layer / up-vias / global-route usage, % / routed length, um
met2: 217 / 40.2 / 8110
met3: 44 / 11.3 / 1480
met5: - / 0 / 0
li1: 2292 / - / -
met1: 2391 / 40.9 / 7450
met4: 0 / 7.15 / 636
Power figures rest on the tool's default switching activity, not on a simulated workload.
