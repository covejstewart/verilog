[/design/flow/config.mk]
export PLATFORM = sky130hd
export DESIGN_NAME = decoder
export DESIGN_NICKNAME = decoder
export VERILOG_FILES = /design/flow/design.v
export SDC_FILE = /design/flow/constraint.sdc
export NUM_CORES = 4
export LEC_CHECK = 1
export CORE_AREA = 10 10 82 82
export DIE_AREA = 0 0 92 92
[/design/flow/constraint.sdc]
current_design decoder

set clk_period 1.5
set clk_io_pct 0.2

create_clock -name clk0 -period $clk_period [get_ports {clock}]

set non_clock_inputs [all_inputs -no_clocks]
set_input_delay [expr $clk_period * $clk_io_pct] -clock clk0 $non_clock_inputs
set_output_delay [expr $clk_period * $clk_io_pct] -clock clk0 [all_outputs]
[/design/flow/design.v]
module decoder(clock, reset, A, B, is_cw, is_ccw, omega);
   input clock;
   input reset;
   input A;
   input B;
   output is_cw;
   output is_ccw;
   output [7:0] omega;
   reg is_cw;
   reg is_ccw;
   reg [7:0] omega;
   reg A_sync;
   reg B_sync;
   reg A_last;
   reg B_last;
   reg [7:0] cnt;
   always @(posedge clock)
   begin
      if(reset) begin
         is_cw <= 0;
         is_ccw <= 0;
         omega <= 0;
         A_sync <= 0;
         B_sync <= 0;
         A_last <= 0;
         B_last <= 0;
         cnt <= 0;
      end
      else begin
         if (A_sync & !A_last) begin
            if( B_sync) begin
               is_cw  <= 0;
               is_ccw <= 1;
            end
            else begin
               is_cw  <= 1;
               is_ccw <= 0;
            end
            omega <= cnt;
            cnt <= 0;
         end
         else begin
            cnt <= cnt + 1;
         end
         A_sync <= A;
         B_sync <= B;
         A_last <= A_sync;
         B_last <= B_sync;
      end      
   end
endmodule
[/design/flow/run.sh]
#!/bin/bash
# OpenROAD 26Q1-2900-gdf79404cd8, Yosys 0.63+post, stock flow scripts
make -C /OpenROAD-flow-scripts/flow DESIGN_CONFIG=/design/flow/config.mk WORK_HOME=/design/flow/orfs finish
==> metrics.cfg <==
[timing]
setup_tns_ns = 0
total_count_of_max_transition_violations_in_the_final_report = 0
post-route-period-util_pct = 91.08
hold-worst-slack_ns = 0.4503
hold_violations = 0
period_needed_ns = 1.366
grt_setup_unrepaired = false
max-slew-margin-rel_pct = 81.74
finalSetupViolCount = 0
max_slew.worst_pin.slew_ns = 0.2732
timing.fmax_ghz = 0.7320
timing.clock.skew_ns = 0.003776

[placement]
finalWeightedCongestion = 0.7212
dp_hpwl_um = 1032
placed_instance_area_um2 = 973.4
numPortBuffers = 13

[floorplanning]
die.size.y_um = 92
design.die.area_um2 = 8464
floorplan.core_util_pct = 14.72
die_x_um = 92
fp-row-count = 26
pin_count = 14
fp.coreArea_um2 = 5075

[clock_network]
tritoncts = yes
ctsHtreeMaxLevel = 1
worst_skew_pair.late_latency_ns = 0.25
cts.repair_timing.setup_buffer_count = 0
cts-hold-fix-buffers = 0
cts_sink_cnt = 21
cts_repair_resize_count = 0
cts.reportedPaths.clkPinSlew_ns = 0.07
clock_tree_root_driver_cell = clkbuf_8
clock_tree.buffer_depth = 2
cts_inserted_buffers = 3

[pwr]
internal_power_uw = 790.1
clockPowerShare_pct = 36.1
power.combinational.fraction_pct = 5.8
p_total_mw = 1.000
power.leakage_nw = 0.3329
power_switching_share_pct = 21.00
power.density_cell_area_nw_per_um2 = 981.9
share_seq_of_total_power_pct = 58.1
max-vdd-ir-drop_mv = 0.7400
sw_power_uw = 210.0

[detailed_routing]
drc_errors = 0
drt_iter0_drc = 8
antennaDiodeCount = 0
vias_per_cell = 3.419
first_pass_iters = 2
detailroute.via_count = 588
routedWlPerCell_um = 8.093
drt.antenna.violating_nets = 0
wirelength_um = 1392

[global_route]
grt.total_usage_pct = 3.320
first_global_vias = 569
pin_count_of_the_biggest_net_entering_global_routing = 14
grt_first_pass_wirelength_um = 2435
grt_overflow = 0
antenna_found_initial = 0

[cells_and_area]
final_layout_top_logic_cell = nand2_1
final_design_utilization_pct = 20.07
drive_gt1_share_pct = 7.843
flow.area_growth_from_synthesis_pct = 36.35
fill_cells = 581
cell_area_after_layout_um2 = 1018
final_layout_top_logic_cells = nand2_1, dfxtp_1, clkdlybuf4s50_1

[synthesis]
ys_types = 19
synth_area_leader_cell = dfxtp_1
ys_ff = 21
synthesis.yosys.warnings = 1
synth.top_cell.area_share_pct = 56.28
synth_chip_area_um2 = 747.0
yosysCellCount = 85
ys_seq_share_pct = 56.28
post_synth_inst_count = 85
synth.avg_cell_area_um2 = 8.788
syn_area_um2 = 747.0
topCellsByArea = dfxtp_1, nand2_1, a21oi_1

[critical_path]
critPathTopFamily = buffers and inverters
worst_r2r_endpoint = cnt[6]$_SDFF_PP0_
worstPathCellList = clkdlybuf4s50_1
r2r_cells = 4
setup.worst_path.start_class = register
reg2reg_from = cnt[0]$_SDFF_PP0_
reg2reg_setup_slack_ns = 0.26
setup.worst_path.class = reg -> out
startpoint = is_cw$_SDFFE_PP0P_
worst-path-max-fanout = 2
cp_num_buf_inv = 1
crit_arrival_ns = 1.07
crit_required_ns = 1.20
max_stage_delay_ns = 0.48
critPathSlowestCell = clkdlybuf4s50_1
timing.critical_path.to_type = output port

[hold_path]
holdPathStages = 2
end_point_of_the_worst_hold_path = is_ccw$_SDFFE_PP0P_
timing.hold.worst.class = reg -> reg
startpoint_of_the_lowest_slack_hold_path = B_sync$_SDFF_PP0_

[flow_run]
warnings = 25
cap_violations = 0

[status]
status = complete, no violations

[power groups by stage]
stage	clock, mW	sequential [mW]	combinational [mW]
after CTS	0.372	0.581	0.0594
after global routing	0.397	0.583	0.0655
final	0.361	0.581	0.0580
[tightest hold or removal path, stage by stage (launching register included)]
cell	delay, ns
dfxtp_1	0.31
nand2_1	0.05
a21oi_1	0.05
[layout make-up]
cell class	count	area, um2	area share (%)
well taps	70	87.58	8.599
multi-input cells	60	309.0	30.34
repair buffers	16	152.6	14.99
clock buffers	4	45.04	4.423
inverters	1	3.754	0.3685
flip-flops and latches	21	420.4	41.28
[metal layers]
layer	wire, um	track usage [%]	vias to the layer above
met3	122	1.895	0
met2	529	4.824	13
met1	740	4.385	259
met5	0	0	-
met4	0	0.2571	0
li1	-	-	316
[cell usage after synthesis]
library cell / n
buf_2: 2
ha_1: 1
o21ai_0: 3
nor2b_1: 4
nand3_2: 1
nand2b_1: 2
nand4_1: 1
clkbuf_1: 1
xnor2_1: 1
nand3_1: 2
inv_1: 1
and3_1: 1
nand2_1: 22
a21oi_2: 1
or3_1: 3
a21oi_1: 12
nor2_1: 4
dfxtp_1: 21
xor2_1: 2
[stage by stage]
stage	instances	setup slack [ns]
after detailed placement	168	0.2439
after floorplan	85	0.3488
final	172	0.1338
after global placement	168	0.2645
after CTS	172	0.1142
after global routing	172	0.07377
[worst max-delay path by stage]
stage / depth (start not counted) / endpoint
6_report: 1 / is_cw
5_1_grt: 1 / omega[7]
4_1_cts: 1 / omega[7]
[sequential cells by signal (all words and copies together) (netlist names)]
| name | flops |
|---|---|
| A_last | 1 |
| A_sync | 1 |
| B_sync | 1 |
| cnt | 8 |
| is_ccw | 1 |
| is_cw | 1 |
| omega | 8 |
[cell families (layout without fill, tap and decap cells)]
logic type               Yosys count  after routing  share of synthesized area [%]
AND-OR/OR-AND                     16             16                          11.22
XOR/XNOR                           3              3                          3.518
adder cells (fa/ha/maj)            1              1                          1.675
buffers and inverters              4             21                          2.344
flip-flops                        21             21                          56.28
AND/OR/NAND/NOR                   40             40                          24.96
